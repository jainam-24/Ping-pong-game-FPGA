==> /design/flow/design.v <==
module bcd_to_seven(value,lines);
input [3:0] value;
output reg[6:0]lines;
always @(*)
begin
 case (value)
	4'd0: lines=7'b0000001;
	4'd1: lines=7'b1001111;
	4'd2: lines=7'b0010010;
	4'd3: lines=7'b0000110;
	4'd4: lines=7'b1001100;
	4'd5: lines=7'b0100100;
	4'd6: lines=7'b0100000;
	4'd7: lines=7'b0001111;
	4'd8: lines=7'b0000000;
	4'd9: lines=7'b0000100;
	default: lines= 7'b0110000;
 endcase
end
endmodule
module clockconverter(input clk50,output reg clk);
reg[31:0]count;
initial 
begin
 count=32'd0;
 clk=0;
end
always @(posedge clk50)
begin
	count=count+1;
	if(count==32'd5000000) 
	begin
		clk=~clk;
		count=32'd0;
	end
end
endmodule
module dancing_led(clk,reset,left_full_flag,right_full_flag,leds);
input clk;
input reset,left_full_flag,right_full_flag;
output reg [17:0] leds;
reg left,right;
reg flag=1'b0;
initial
begin
	leds=18'b1;
	left=1'b1;
	right=1'b0;	
end
always @(posedge clk)
begin
	if(reset==1'b0)
	begin
		if(left==1)
			leds=leds<<1;
		else if(right==1)
			leds=leds>>1;
		if( leds[0] && flag==1'b0 )
		begin
			left=1'b1;
			right=1'b0;
		end
		if(leds[17] && flag==1'b0 )
		begin
			left=1'b0;
			right=1'b1;
		end
	end
	if(reset==1'b1 || (left_full_flag) || (right_full_flag ))
	begin
		flag=1'b1;
		right=1'b0;
		left=1'b0;
		leds=18'b111111111111111111;
	end
end
endmodule
module main_module(button_L,button_R,clk50,reset,leds,lines1,lines2,sw1,sw2);
input button_L,button_R,clk50,reset;
output [17:0]leds;
output [6:0]lines1,lines2;
output sw1,sw2;
wire clk;
wire left_full_flag,right_full_flag;
wire [3:0]score_L,score_R;
clockconverter clk_convert(clk50,clk);
dancing_led dance1(clk,reset,left_full_flag,right_full_flag,leds);
score_controller t1(button_L,button_R,leds[0],leds[17],sw1,sw2,score_L,score_R,lines1,lines2,left_full_flag,right_full_flag);
endmodule
module score_controller(button_L,button_R,leds0,leds17, sw1,sw2,score_L,score_R,lines1,lines2,left_full_flag,right_full_flag);
input button_L,button_R;
input leds0,leds17;
output reg sw1,sw2;
output reg [3:0]score_L=4'b0000;
output reg [3:0]score_R=4'b0000;
output [6:0] lines1,lines2;
reg [3:0]pscore1=4'b0000;
reg [3:0]pscore2=4'b0000;
output reg left_full_flag=1'b0;
output reg right_full_flag=1'b0;
always @(negedge button_L)
begin
	if( (leds17) )
	begin
	 	score_L=pscore1+4'b0001;
    	pscore1=score_L;
	 	sw1=~sw1;
	 end
	 if(pscore1==4'b1001)
		begin
			left_full_flag=1'b1;
		end
end
always @(negedge button_R)
begin
	if((leds0))
		begin
			score_R=pscore2+4'b0001;
			pscore2=score_R;
			sw2=~sw2;
			if(pscore2==4'b1001)
			begin
				right_full_flag=1'b1;
			end
		end
end
bcd_to_seven s2(score_L,lines1);
bcd_to_seven s1(score_R,lines2);
endmodule
==> /design/flow/run.sh <==
#!/bin/bash
# OpenROAD 26Q1-2900-gdf79404cd8, Yosys 0.63+post, stock flow scripts
make -C /OpenROAD-flow-scripts/flow DESIGN_CONFIG=/design/flow/config.mk WORK_HOME=/design/flow/orfs finish
==> /design/flow/config.mk <==
export PLATFORM = sky130hd
export DESIGN_NAME = main_module
export DESIGN_NICKNAME = main_module
export VERILOG_FILES = /design/flow/design.v
export SDC_FILE = /design/flow/constraint.sdc
export NUM_CORES = 4
export LEC_CHECK = 1
export CORE_UTILIZATION = 30
==> /design/flow/constraint.sdc <==
current_design main_module

set clk_period 2.5
set clk_io_pct 0.2

create_clock -name clk0 -period $clk_period [get_ports {button_L}]
create_clock -name clk1 -period $clk_period [get_ports {button_R}]
create_clock -name clk2 -period $clk_period [get_ports {clk50}]

set non_clock_inputs [all_inputs -no_clocks]
set_input_delay [expr $clk_period * $clk_io_pct] -clock clk0 $non_clock_inputs
set_output_delay [expr $clk_period * $clk_io_pct] -clock clk0 [all_outputs]
==> results.yml <==
# implementation run metrics
worst_setup_path:
  critPathMaxFanout: 3
  worst-setup-path-type: "reg2out"
  endpoint_kind: "primary output"
  start_kind: "flop"
  cp.arrival_ns: 2.78
  crit_required_ns: 2.00
detailed_routing:
  wl_um: 8810
  drc: 0
  dr.pass1.iters: 27
  antenna-diode-count: 0
  wl_per_cell_um: 12.4
  vias: 3422
  drt_iter0_markers: 149
  ant_nets: 0
  viasPerCell: 4.81
power_and_ir_drop:
  power_leakage_nw: 2.32
  ir_drop_mv: 0.286
  powerDensity_nw_per_um2: 379
yosys:
  synth.area.top_cells: "dfxtp_1 31%, edfxtp_1 12%, a21oi_1 5.5%, nor2_1 4.6%, ha_1 4.2%"
  common_cells: "56 x dfxtp_1, 44 x nor2_1, 40 x a21oi_1"
  ys_types: 53
  synth_area_um2: 3620
  top_area_frac: 0.310
  edf_count: 14
  synth.avg_cell_area_um2: 8.61
  ys_warn_count: 4
  ys_area_um2: 3620
  synth_area_leader_cell: "dfxtp_1"
  ys_cells: 420
  synth_flops: 70
  seq_area_frac_synth: 0.426
  async_flop_share: 0
  synth_top_cell_by_count: "dfxtp_1"
  ys.flop_type: "dfxtp_1"
  syn_inst: 420
final_timing:
  max-slew-margin-rel: 0.568
  setup_viol: 27
  rsz0062_at_grt: "true"
  unclocked_pins: 21
  slew_viol_final: 0
  fin_skew_ns: 0.0140
  finalHoldViolCount: 0
  setup_ws_ns: -0.782
  untimed_endpoints: 49
  whs_ns: 0.500
  tightest_slew_ns: 0.646
floorplan:
  fp-row-count: 39
  fp_util: 0.313
  dieArea_um2: 12500
  coreArea_um2: 11600
  io_pins: 38
  die_w_um: 112
  chipHeight_um: 112
layout:
  final_util: 0.479
  drive_gt1_frac: 0.367
  nFillCells: 987
  syn_to_final_growth_pct: 53.3
global_route:
  antenna_found_initial: 0
  gr-total-overflow: 0
  grt_pass1_wl_um: 14800
  first_global_vias: 3295
  grt_start_max_net_pins: 36
  globalRouteTotalUtil: 0.144
clock_tree:
  ctsHoldBuffers: 0
  tritoncts: "yes"
  clkTransAtPathRegs_ns: 0.05
flow_run:
  warning_count: 53
  maxCapViolations: 0
place:
  place_congestion: 0.908
  hpwl_um: 5830
  io_buffers: 35
min_path:
  hp-class: "reg2reg"
outcome:
  violations: "setup timing"
  status: "complete, but fails checks"
-- timing repair --
| action | CTS | global route |
|---|---|---|
| setup endpoints to repair | 27 | 27 |
| buffers inserted | 29 | 11 |
| gates resized | 86 | 28 |
| pin swaps | 28 | 26 |
-- state kept, by name (all words and copies together) (netlist names) --
register            count
clk_convert.clk         1
clk_convert.count      32
dance1.flag             1
dance1.leds            18
dance1.left             1
dance1.right            1
t1.left_full_flag       1
t1.pscore1              4
t1.right_full_flag      1
t1.score_L              4
t1.score_R              4
t1.sw1                  1
t1.sw2                  1
-- worst paths after layout --
| kind | slack, ns | to | depth (start not counted) | from |
|---|---|---|---|---|
| min in group clk0 | 0.52 | t1.score_L[0] | 1 | t1.pscore1[0] |
| max in group clk1 | 0.82 | t1.right_full_flag | 6 | t1.score_R[1] |
| setup reg to reg | -0.25 | clk_convert.clk | 7 | clk_convert.count[12] |
| min in group clk1 | 0.62 | t1.sw2 | 2 | t1.sw2 |
| hold / removal | 0.50 | clk_convert.count[25] | 2 | clk_convert.count[25] |
| hold reg to reg | 0.50 | clk_convert.count[25] | 2 | clk_convert.count[25] |
| max in group clk2 | -0.25 | clk_convert.clk | 7 | clk_convert.count[12] |
| setup / recovery | -0.78 | lines1[5] | 7 | t1.score_L[0] |
-- per-layer routing --
metal | up-vias | routed length [um] | GRT usage
met2 | 56 | 4050 | 0.224
li1 | 1779 | - | -
met1 | 1581 | 4390 | 0.210
met3 | 6 | 305 | 0.0321
met5 | - | 0 | 0
met4 | 0 | 69 | 0.0306
-- cells by family after synthesis --
| kind of cell | Yosys count | synth area share |
|---|---|---|
| and+or+nand+nor | 165 | 0.240 |
| muxes | 7 | 0.0204 |
| buffers and inverters | 43 | 0.0526 |
| other | 1 | 0.00104 |
| adders and majority gates | 12 | 0.0415 |
| DFF | 70 | 0.426 |
| xor gates and xnor gates | 29 | 0.0702 |
| AOI/OAI and AO/OA | 93 | 0.148 |
-- report_power, final --
group / total (mW) / internal, mW / switching [mW] / leakage [nW]
Clock: 1.28 / 0.873 / 0.405 / 0.239
Combinational: 0.0104 / 0.00274 / 0.00766 / 1.48
Sequential: 0.814 / 0.814 / 0.0000278 / 0.603
-- metrics by stage --
step | worst slack [ns] | setup TNS, ns | std cells | power (mW) | instance area, um^2
6_report | -0.782 | -11.50 | 712 | 2.10 | 5540
5_1_grt | -0.874 | -14.41 | 712 | 2.21 | 5540
4_1_cts | -0.797 | -11.92 | 702 | 2.12 | 5370
3_5_place_dp | -0.757 | -11.64 | 645 | 0.882 | 4690
3_3_place_gp | -0.735 | -11.31 | 645 | 0.882 | 4690
2_1_floorplan | -0.262 | -3.50 | 422 | 0.879 | 3790
-- final cells by class --
class / instances / area, um^2 / area share
flip-flops and latches: 70 / 1550 / 0.280
repair buffers: 146 / 1190 / 0.214
multi-input cells: 309 / 2200 / 0.397
clock buffers: 13 / 303 / 0.0546
well taps: 143 / 179 / 0.0323
clock inverters: 18 / 70.1 / 0.0126
inverters: 13 / 51.3 / 0.00926
-- worst max-delay path, cell delays in order (launching register included) --
cell      delay, ns
edfxtp_1       0.38
inv_2          0.13
buf_4          0.15
ha_4           0.20
a21oi_2        0.13
buf_4          0.13
nor2_2         0.02
buf_2          0.09
-- cell usage in the layout (no fill, tap or decap), types with 5 or more instances in the layout --
cell type / n
buf_4: 89
dfxtp_1: 49
nor2_1: 36
nand2_1: 33
a21oi_1: 32
inv_1: 23
o21ai_0: 23
buf_6: 22
clkdlybuf4s50_1: 19
xnor2_1: 16
nand4_1: 16
buf_2: 15
edfxtp_1: 14
xor2_1: 13
nand3_1: 12
clkbuf_16: 11
nor3_1: 9
ha_4: 9
a21oi_2: 7
dfxtp_2: 7
nor2_2: 5
a31oi_1: 5
nor4_1: 5
or2_2: 5
Power and IR drop assume default switching activity.
